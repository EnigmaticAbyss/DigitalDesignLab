==> ./design.v <==
module mux2_64bit (w0,w1,s,f);
 input [63:0]w0, w1;
 input s;
 output [63:0]f;
 assign f=s ? w1 : w0;
endmodule
==> ./run.sh <==
#!/bin/bash
# OpenROAD 26Q1-2900-gdf79404cd8, Yosys 0.63+post, stock flow scripts
make -C /OpenROAD-flow-scripts/flow DESIGN_CONFIG=/design/flow/config.mk WORK_HOME=/design/flow/orfs finish
==> ./config.mk <==
export PLATFORM = sky130hd
export DESIGN_NAME = mux2_64bit
export DESIGN_NICKNAME = mux2_64bit
export VERILOG_FILES = /design/flow/design.v
export SDC_FILE = /design/flow/constraint.sdc
export NUM_CORES = 4
export LEC_CHECK = 1
export CORE_AREA = 10 10 84 84
export DIE_AREA = 0 0 94 94
==> ./constraint.sdc <==
current_design mux2_64bit

set clk_period 1.0
set clk_io_pct 0.2

create_clock -name clk0 -period $clk_period

set non_clock_inputs [all_inputs -no_clocks]
set_input_delay [expr $clk_period * $clk_io_pct] -clock clk0 $non_clock_inputs
set_output_delay [expr $clk_period * $clk_io_pct] -clock clk0 [all_outputs]
==> reports/results.env <==
STATUS='finished with violations'
VIOLATIONS_IN_THE_FINAL_REPORTS='setup timing'
WORSTMARGINPINSLEW_NS=0.08666
MIN_PERIOD_OVER_PERIOD=1.181
POWER_SWITCHING_SHARE=0.2335
WORSTPATHREQUIRED_NS=0.80
POWER_LEAKAGE_nW=1.708
AREA_LEADER_NETLIST='sky130_fd_sc_hd__mux2_4'
POST_ROUTE_CELLS_DRIVE_ABOVE_1_SHARE=0.5242
DR_TOTAL_VIAS=1382
FIRST_ITER_VIOLATIONS=7
CRIT_BUF_INV=4
COMBINATIONALPOWERSHARE=1.000
SYNTH-SEQ-AREA-SHARE=0
CRITICAL_PATH.MAX_STAGE_DELAY_NS=0.29
HOLD_CRIT_ENDPOINT='f[23]'
FLOORPLAN.IO_PINS=193
TOTAL_OF_CLOCK_BUFFERS_PLACED_IN_THE_LAYOUT=0
POST_SYNTH_MOST_FREQUENT_CELLS='sky130_fd_sc_hd__mux2_4, sky130_fd_sc_hd__buf_12, sky130_fd_sc_hd__mux2_2, sky130_fd_sc_hd__buf_6'
SEQUENTIAL_CELL_AREA_UM2=0
WORST_PATH_DOMINANT_CELL_FAMILY='buffers and inverters'
PLACE_CONGESTION=0.8281
WORSTHOLDSTART='w0[23]'
CRITICAL_PATH.STARTPOINT_TYPE='input pin'
YS_AREA_UM2=1077
FINAL-HOLD-VIOLATION-COUNT=0
UTILIZATION=0.5940
DIE_H_UM=94
FIN_CELLS=339
SYNTH_UNIQUE_CELLS=4
YOSYSWARNINGCOUNT=0
HOLD_CLASS='in2out'
DETAIL_ROUTE.WL_PER_CELL_UM=20.40
ACHIEVABLE-FREQUENCY_GHz=0.8468
P_SW_mW=0.2925
DETAIL_ROUTE.VIAS_PER_CELL=4.077
IRDROPWORSTVDD_uV=195.2
SYNTHESIS.INSTANCES=71
TOP_CELL='sky130_fd_sc_hd__mux2_4'
WL_UM=6915
RELSLEWSLACK=0.9422
PATH_DEPTH=5
INTPOWER_mW=0.9603
GLOBAL_ROUTE.USAGE.TOTAL=0.1414
SEQPWRFRAC=0
DIEWIDTH_UM=94
SETUP_SLACK_NS=-0.1809
CRITICAL_PATH_CLASS='in2out'
DRTANTENNAVIOLNETS=0
DETAIL_ROUTE.FIRST_PASS.ITERATIONS=2
GRT_ANTENNA_BEFORE_REPAIR=0
FLOORPLAN.DIE_AREA_UM2=8836
SYNTH_AREA_LEADERS='sky130_fd_sc_hd__mux2_4, sky130_fd_sc_hd__buf_12, sky130_fd_sc_hd__mux2_2'
PLACEABLECOREAREA_UM2=5205
CRITICAL_PATH.ENDPOINT_TYPE='output pin'
WORSTPATHARRIVAL_NS=0.98
SYN_AVG_CELL_AREA_UM2=15.17
WORST-PATH-MAX-FANOUT=5
YOSYS-STAT-CELLS=71
POWER_PER_CELL_AREA_nW_PER_UM2=405.2
TOTAL_SETUP_VIOLATIONS_REPORTED_AT_THE_END_OF_THE_FLOW=64
CAP_VIOLATIONS=0
GRT_OVERFLOW_TOTAL=0
PORTBUFFERS=193
MIN_PATH_CELLS=3
SYNTH_TOP_AREA_SHARE=0.8362
CLOCK_POWER_SHARE=0
FIRST_GLOBAL_VIAS=1569
WARNING_COUNT=35
FLOORPLAN.CORE_UTIL=0.2070
ANTENNA_CELLS_INSERTED=0
GRT_SETUP_UNREPAIRED='true'
SLOWEST_STAGE='sky130_fd_sc_hd__mux2_4'
SEQ_CELLS=0
SYN2LAYOUT_AREA_GROWTH_PCT=187.0
DETAILED_PLACE_HPWL_UM=6252
FIRST_PASS_GRT_WIRE_LENGTH_UM=9473
MAXIMUM_NUMBER_OF_PINS_ON_ONE_NET_BEFORE_GLOBAL_ROUTE_REPAIR=10
FP-ROW-COUNT=26
FINAL_MAX_SLEW_VIOL_COUNT=0
DETAIL_ROUTE.DRC_VIOLATIONS=0
WORSTPATHCELLLIST='buf_16, buf_8, buf_12, mux2_4, buf_6'
POST-PLACE-CELLS=333
LAYOUT_MIN_CYCLE_TIME_NS=1.181
SYNTH_AREA_UM2=1077
## worst max-delay path by stage
stage / end / slack, ns / start
finish: f[41] / -0.18 / s
global route: f[30] / -0.20 / s
CTS: f[41] / -0.19 / s
## tightest hold or removal path: stages
cell and delay [ns]:
sky130_fd_sc_hd__dlymetal6s2s_1 0.08, sky130_fd_sc_hd__mux2_4 0.14, sky130_fd_sc_hd__buf_6 0.08
## per-stage QoR
| stage | setup WS, ns | TNS (ns) | area, µm² | power [mW] | hold WS [ns] |
|---|---|---|---|---|---|
| floorplan | 0.002550 | 0 | 1077 | 0.4080 | 0.4977 |
| global placement | -0.5579 | -31.97 | 3045 | 1.340 | 1.306 |
| detailed placement | -0.5452 | -31.93 | 3045 | 1.342 | 1.310 |
| CTS | -0.1867 | -5.784 | 3019 | 1.241 | 0.7974 |
| global route | -0.2032 | -6.395 | 3092 | 1.335 | 0.7207 |
| finish | -0.1809 | -5.498 | 3092 | 1.253 | 0.7009 |
## metal layers
metal  up-vias  track usage  wire (µm)
met5         -            0          0
met4         0            0          0
met3         0      0.05170        621
met2        75       0.2990       4158
met1       638       0.1285       2135
li1        669            -          -
## area by class of cell
| cell class | count | area, µm² |
|---|---|---|
| Fill cell | 488 | 2113 |
| Tap cell | 70 | 87.58 |
| Multi-Input combinational cell | 64 | 960.9 |
| Timing Repair Buffer | 205 | 2043 |
## kinds of logic after synthesis
group    share of synthesized area
buf+inv                     0.1220
mux                         0.8780
## cell usage in the layout (no fill, tap or decap)
cell,n
sky130_fd_sc_hd__mux2_4,64
sky130_fd_sc_hd__dlygate4sd2_1,118
sky130_fd_sc_hd__dlymetal6s2s_1,4
sky130_fd_sc_hd__buf_12,5
sky130_fd_sc_hd__buf_8,1
sky130_fd_sc_hd__clkdlybuf4s50_1,6
sky130_fd_sc_hd__buf_6,47
sky130_fd_sc_hd__buf_2,18
sky130_fd_sc_hd__buf_16,6
## power by group through the flow
stage	sequential [mW]	combinational, mW	clock (mW)
after CTS	0	1.24	0
after global routing	0	1.33	0
final	0	1.25	0
## what timing repair did
action / 4_1_cts / 5_1_grt
hold buffers: 0 / 0
setup endpoints to repair: 64 / 64
gates cloned: 5 / 0
buffers inserted: 1 / 0
endpoints found under the hold margin: 0 / 0
resized: 375 / 14
Power is estimated from default activity; no workload was simulated.
